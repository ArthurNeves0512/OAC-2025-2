File: run.sh
#!/bin/bash
# OpenROAD 26Q1-2900-gdf79404cd8, Yosys 0.63+post, stock flow scripts
make -C /OpenROAD-flow-scripts/flow DESIGN_CONFIG=/design/flow/config.mk WORK_HOME=/design/flow/orfs finish
File: config.mk
export PLATFORM = sky130hd
export DESIGN_NAME = ALU
export DESIGN_NICKNAME = ALU
export VERILOG_FILES = /design/flow/design.v
export SDC_FILE = /design/flow/constraint.sdc
export NUM_CORES = 4
export LEC_CHECK = 1
export CORE_UTILIZATION = 50
File: constraint.sdc
current_design ALU

set clk_period 20.0
set clk_io_pct 0.2

create_clock -name clk0 -period $clk_period

set non_clock_inputs [all_inputs -no_clocks]
set_input_delay [expr $clk_period * $clk_io_pct] -clock clk0 $non_clock_inputs
set_output_delay [expr $clk_period * $clk_io_pct] -clock clk0 [all_outputs]
File: design.v
parameter
   ZERO     = 32'd0,	 
	OPAND		= 5'd0,
	OPOR		= 5'd1,
	OPXOR		= 5'd2,
	OPADD		= 5'd3,
	OPSUB		= 5'd4,
	OPSLT		= 5'd5,
	OPSLTU	= 5'd6,
	OPSLL		= 5'd7,
	OPSRL		= 5'd8,
	OPSRA		= 5'd9,
	OPLUI		= 5'd10,
	OPMUL		= 5'd11,
	OPMULH	= 5'd12,
	OPMULHU	= 5'd13,
	OPMULHSU	= 5'd14,
	OPDIV		= 5'd15,
	OPDIVU	= 5'd16,
	OPREM		= 5'd17,
	OPREMU	= 5'd18,
	OPNULL	= 5'd31;  
parameter
    ZERO      = 32'd0,
    OPAND     = 5'd0,
    OPOR      = 5'd1,
    OPXOR     = 5'd2,
    OPADD     = 5'd3,
    OPSUB     = 5'd4,
    OPSLT     = 5'd5,
    OPSLTU    = 5'd6,
    OPSLL     = 5'd7,
    OPSRL     = 5'd8,
    OPSRA     = 5'd9,
    OPLUI     = 5'd10,  
    OPMUL     = 5'd11,
    OPMULH    = 5'd12,
    OPMULHU   = 5'd13,
    OPMULHSU  = 5'd14,
    OPDIV     = 5'd15,
    OPDIVU    = 5'd16,
    OPREM     = 5'd17,
    OPREMU    = 5'd18,
    OPNULL    = 5'd31;  
parameter
    OPC_LOAD      = 7'b0000011,
    OPC_OPIMM     = 7'b0010011,
    OPC_STORE     = 7'b0100011,
    OPC_RTYPE     = 7'b0110011,
    OPC_BRANCH    = 7'b1100011,
    OPC_JALR      = 7'b1100111,
    OPC_JAL       = 7'b1101111,
    OPC_LUI       = 7'b0110111;  
parameter
    FUNCT7_ADD    = 7'b0000000,
    FUNCT7_SUB    = 7'b0100000,
    FUNCT7_SLT    = 7'b0000000,
    FUNCT7_OR     = 7'b0000000,
    FUNCT7_AND    = 7'b0000000;  
parameter
    FUNCT3_LW     = 3'b010,
    FUNCT3_SW     = 3'b010,	
    FUNCT3_ADD    = 3'b000,
    FUNCT3_SUB    = 3'b000,
    FUNCT3_SLT    = 3'b010,
    FUNCT3_OR     = 3'b110,
    FUNCT3_AND    = 3'b111,	
    FUNCT3_BEQ    = 3'b000,
    FUNCT3_JALR   = 3'b000;  
parameter
    TEXT_ADDRESS  = 32'h0040_0000,
    DATA_ADDRESS  = 32'h1001_0000,
    STACK_ADDRESS = 32'h1001_03FC,
    GP            = DATA_ADDRESS;  
module ALU (
	input 		 [4:0]  iControl,
	input signed [31:0] iA, 
	input signed [31:0] iB,
	output logic [31:0] oResult,
	output logic Zero
	);
	assign Zero = (oResult==32'b0);
always @(*)
begin
    case (iControl)
		OPAND:
			oResult  = iA & iB;
		OPOR:
			oResult  = iA | iB;
		OPADD:
			oResult  = iA + iB;
		OPSUB:
			oResult  = iA - iB;
		OPSLT:
			oResult  = iA < iB;
      OPLUI: 
         oResult  = iB;
		default:
			oResult  = ZERO;
    endcase
end
endmodule
==> job_summary.md <==
## Implementation flow summary

| Metric | Value |
|---|---|
| Status | finished clean |
| Vias in the first global route | 6887 |
| Layout area overhead | 17.53% |
| Fin crit period | 12.79 ns |
| Floorplan core density | 0.5224 |
| Max-slew violations | 0 |
| VDD IR max | 14.41 µV |
| Critical-path cell list | clkdlybuf4s50_1 -> inv_1 -> ha_1 -> fa_1 -> o21bai_1 -> nand2_1 -> a2111oi_4 -> o21ai_2 -> a211o_1 -> a2111oi_0 -> nand4bb_1 -> nor4_1 -> o211ai_1 -> nor4b_2 -> clkdlybuf4s50_1 |
| Tool Warnings | 102 |
| Fin Hold WS | 9.118 ns |
| Worst-path fanout max | 5 |
| RSZ-0062 raised after global routing | no |
| DRT antenna net count | 0 |
| Port Buf Inserts | 102 |
| Top cell excl fill/tap | clkdlybuf4s50_1 |
| GRT Total Usage | 0.3703 |
| Share of cells above drive strength 1 | 0.03992 |
| Post-synth seq share | 0 |
| Pleak | 3.116 nW |
| Mapped Area | 0.006067 mm² |
| Total number of vias | 7638 |
| Clk_buf instances | 0 |
| # Post-CTS Setup Buffers | 0 |
| Unique cell types | 84 |
| Gate Count Post-Synth | 919 |
| Flop count | 0 |
| PD cells | 26.70 mW/mm² |
| DRT Pass-1 Iters | 17 |
| WL/cell | 21.02 µm |
| Post-cts resize count | 0 |
| Max-cap violations | 0 |
| Worst Setup End Kind | output port |
| CP max stage delay | 0.57 ns |
| RD Place Congestion | 1.072 |
| DR DRC count | 0 |
| Yosys cell count | 919 |
| 1st-iter DRT viols | 925 |
| Cell family with most CP delay | AND-OR/OR-AND gates |
| Grt ovf | 0 |
| Worst rel slew slack | 0.3703 |
| Pre-CTS setup slack | 7.294 ns |
| Core Area | 0.01161 mm² |
| Worst Max-Slew Pin Slew | 0.9401 ns |
| Worst EP arrival | 8.79 ns |
| Final WL | 23550 µm |
| Register area | 0 µm² |
| DP HPWL | 18570 µm |
| Tcrit/Tclk final | 0.6393 |
| Syn_area_per_cell | 6.602 µm² |
| # diodes | 0 |
| Setup TNS | 0 ns |
| First-pass GRT wire length | 36760 µm |
| Die height | 112.2 µm |
| Largest net degree at the start of global routing | 30 |
| Hold Path Class | input pin to output port |
| Data required, critical path | 16.00 ns |
| DR vias/cell | 6.820 |
| Crit-path slowest cell | a2111oi_4 |
| CP Buf/Inv Count | 3 |
| Initial antenna violation count | 0 |
| Core Util, Final | 0.6140 |
| Chip width | 112.2 µm |
| Fill count | 1057 |
| Most frequent CP cell | clkdlybuf4s50_1 |
| Most common logic cells in the final layout | 102 x clkdlybuf4s50_1, 101 x ha_1, 100 x inv_1 |
| Count of final hold-check violations | 0 |
| YS chip area | 0.006067 mm² |
| CP startpoint kind | input pin |
| Ports | 102 |
| F_max | 78.21 MHz |
| Pwr Total | 0.1904 mW |
| Die area | 0.01258 mm² |
| Row cnt | 39 |
| Synth warn | 1 |
| Setup violators final | 0 |
| Kind of critical path | input pin to output port |
| Post-cts hold buffer count | 0 |
| Final WS setup | 7.213 ns |
## path summary, 6_finish.rpt
check	from	end	slack, ns	cells past startpoint
min	iB[3]	oResult[3]	9.12	4
max	iA[0]	Zero	7.21	15
## through the flow
stage               area (µm²)  cells
floorplan                 6067    919
global placement          7131   1120
detailed placement        7131   1120
CTS                       7131   1120
global route              7131   1120
finish                    7131   1120
## synth_stat cells (all sizes together), types with 5 or more instances
master	count	area, µm²
or4	6	45.04
clkbuf	37	138.9
ha	101	1264
nor3	31	155.2
o211ai	12	90.09
inv	100	375.4
o21bai	6	45.04
o21a	8	60.06
o21ai	53	269.0
and3	7	48.80
o221ai	8	70.07
o2111ai	9	78.83
a211oi	17	132.6
a221o	9	90.09
nand4	11	68.82
nand3	14	70.07
a21o	15	112.6
a22oi	8	60.06
buf	17	87.58
a31oi	11	68.82
nor2	86	322.8
o2bb2ai	5	43.79
o311ai	6	52.55
o31a	5	43.79
nor2b	17	106.4
a2111oi	7	86.33
a221oi	24	216.5
or2	7	43.79
a211o	11	96.34
nor4	15	93.84
and2	14	87.58
nand2	64	240.2
o31ai	15	112.6
a2111o	5	56.30
a21oi	74	377.9
nand2b	15	93.84
## per-layer routing
layer,vias up,track usage,wire [µm]
met5,-,0,0
met4,0,0.1102,720
met3,59,0.05669,2594
met2,489,0.5739,10150
met1,3519,0.5316,10080
li1,3571,-,-
## power breakdown
group / switching (mW) / leakage, nW / internal [mW]
logic: 0.113 / 3.12 / 0.0778
clock network: 0 / 0 / 0
registers: 0 / 0 / 0
## kinds of logic (layout without fill, tap and decap cells)
| kind of cell | count (synthesis) | after routing | share of synthesized area |
|---|---|---|---|
| mux | 3 | 3 | 0.005156 |
| buf+inv | 154 | 212 | 0.09919 |
| simple gates | 309 | 309 | 0.2592 |
| compound gates | 350 | 350 | 0.4215 |
| fa+ha+maj | 103 | 103 | 0.2149 |
## final cells by class
cell class | instances | area, µm² | area share
multi-input combinational | 765 | 5480 | 0.7686
timing repair buffer | 112 | 1096 | 0.1537
inverter | 100 | 375.4 | 0.05264
tap | 143 | 178.9 | 0.02509
Power figures rest on the tool's default switching activity, not on a simulated workload.
