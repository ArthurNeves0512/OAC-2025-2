==> ./design.v <==
parameter
   ZERO     = 32'd0,	 
	OPAND		= 5'd0,
	OPOR		= 5'd1,
	OPXOR		= 5'd2,
	OPADD		= 5'd3,
	OPSUB		= 5'd4,
	OPSLT		= 5'd5,
	OPSLTU	= 5'd6,
	OPSLL		= 5'd7,
	OPSRL		= 5'd8,
	OPSRA		= 5'd9,
	OPLUI		= 5'd10,
	OPMUL		= 5'd11,
	OPMULH	= 5'd12,
	OPMULHU	= 5'd13,
	OPMULHSU	= 5'd14,
	OPDIV		= 5'd15,
	OPDIVU	= 5'd16,
	OPREM		= 5'd17,
	OPREMU	= 5'd18,
	OPNULL	= 5'd31;  
module Registers (
    input wire iCLK, iRST, iRegWrite,
    input wire [4:0] iReadRegister1, iReadRegister2, iWriteRegister,
    input wire [31:0] iWriteData,
    output wire [31:0] oReadData1, oReadData2,
    input wire [4:0] iRegDispSelect,
    output reg [31:0] oRegDisp
);
    reg [31:0] registers [0:31];
    integer i;
    always @(posedge iCLK or posedge iRST) begin
        if (iRST) begin
            for (i = 0; i < 32; i = i + 1) begin
                registers[i] <= 32'b0;
            end
            registers[2] <= 32'h100103FC;   
        end
        else if (iRegWrite && (iWriteRegister != 5'b0)) begin
            registers[iWriteRegister] <= iWriteData;
        end
    end
    assign oReadData1 = (iReadRegister1 == 5'b0) ? 32'b0 : registers[iReadRegister1];
    assign oReadData2 = (iReadRegister2 == 5'b0) ? 32'b0 : registers[iReadRegister2];
    always @(*) begin
        oRegDisp = (iRegDispSelect == 5'b0) ? 32'b0 : registers[iRegDispSelect];
    end
endmodule
==> ./run.sh <==
#!/bin/bash
# OpenROAD 26Q1-2900-gdf79404cd8, Yosys 0.63+post, stock flow scripts
make -C /OpenROAD-flow-scripts/flow DESIGN_CONFIG=/design/flow/config.mk WORK_HOME=/design/flow/orfs finish
==> ./config.mk <==
export PLATFORM = sky130hd
export DESIGN_NAME = Registers
export DESIGN_NICKNAME = Registers
export VERILOG_FILES = /design/flow/design.v
export SDC_FILE = /design/flow/constraint.sdc
export NUM_CORES = 4
export LEC_CHECK = 1
export CORE_UTILIZATION = 50
==> ./constraint.sdc <==
current_design Registers

set clk_period 13.2
set clk_io_pct 0.2

create_clock -name clk0 -period $clk_period [get_ports {iCLK}]

set non_clock_inputs [all_inputs -no_clocks]
set_input_delay [expr $clk_period * $clk_io_pct] -clock clk0 $non_clock_inputs
set_output_delay [expr $clk_period * $clk_io_pct] -clock clk0 [all_outputs]
==> Changelog: implementation <==
### Physical design

- Status: finished clean
- Largest net degree at the start of global routing: between 60 and 70
- Final Max Tran Viols: 0
- Syn_area_per_cell: 10.7 sq um
- Share of cells above drive strength 1: 0.303
- First-pass GRT wire length: 483000 um
- Clock Power Share: 0.351
- Int Pwr: 0.00623 W
- Worst-Margin Slew: ~1.2 ns
- # rows: 121
- Post-CTS Resized: 0
- CP required: ~11 ns
- Area leader, netlist: dfrtp_1
- Largest registers: registers x992
- # port buffers: 150
- Final std cell area, no fill: 63200 sq um
- CP Capture Type: output pin
- Fill cells: just over 9000
- Vias: 59200
- Post-DR wirelength/cell: 53.0 um
- Cycle use final: 0.796
- Clk latency of the worst-skew pair: 0.74 ns
- Finished Layout Cells: a little under 7000
- Netlist cell types: 63
- CP Max Fanout: 36
- Power share of the combinational group: 0.159
- Reg clk slew, reported paths: 0.07 ns
- Core ar.: ~110000 sq um
- Clock Skew: 0 ns
- Post CTS Setup Buffer Count: 0
- Vias per inst: just under 9
- Flops & latches, synth: 992
- Critical Path Most Common Cell: buf_4
- Mapped cell area: 55300 sq um
- Post-CTS Hold Fix Bufs: 0
- Fin util: 0.578
- Setup TNS Final: 0 ns
- Log Warnings: 26
- Initial DRC count: 11200
- Die Height: between 300 and 400 um
- Final Setup Violations: 0
- Seq/Total Area, Yosys: 0.449
- Setup crit end: oReadData2[9]
- P_leak: about 26 nW
- Peak VDD IR: 0.000135 V
- Delay of the slowest critical-path stage: 1.04 ns
- Yosys synthesis chip area: 55300 sq um
- Num CTS Buffers: 105
- Flop area: 24800 sq um
- Die area: 112000 sq um
- CTS H-tree depth: 3
- Syn. warnings: 2
- Stages on worst setup path: 10
- Clock buffer depth: 3
- Critical Path Start Type: primary input
- Top FF cell, synth: dfrtp_1
- Final min period: 10.51 ns
- Synth top cell by count: a22oi_1
- Clock Tree Root: clkbuf_16
- Switch share: 0.327
- Commonest cells post-synth: a22oi_1, mux2_2, dfrtp_1, clkbuf_1, nand2_1
- FP Core Util: 0.506
- Logic area: 29000 sq um
- Placed inst area: approximately 60000 sq um
- Count of library flops with an enable pin: 0
- Placed instance count: 6550
- Max-cap violations: 0
- Gpl congestion: 1.10
- DRC Markers: 0
- Number of cells in Yosys stat: 5182
- CTS tree: yes
- Sequential fraction of design power: 0.491
- TritonCTS Sinks: 992
- Post-synthesis cell count: between 5000 and 6000
- Max reg flops: 992
- R2R Path End: registers[23][0]
- Detailed placer's ending HPWL: 208000 um
- I/O pin total: 151
- Drt first pass iters: 15
- Reg2reg setup slack: about 12 ns
- Top area cell types: dfrtp_1, mux2_2, a22oi_1, a21oi_1, nand4_1
- Worst r2r src: registers[23][0]
- Synth top area share: 0.444
- Top reg by flops: registers
- Worst Path Buf+Inv: 4
- Area grow syn2layout: 14.2%
- Final worst slack: between 2 and 3 ns
- Max frequency: approximately 95 MHz
- Vias in the first global route: around 56000
- Total track usage: 0.670
- Sw power: 0.00303 W
- Setup Slack @ Placement: 3.53 ns
- Critical Path AT: 7.87 ns
- Antenna violations before repair: 33
- Cell count of the worst reg-to-reg path: 1
- Asr flop ratio synth: 1.00
- Power density over the cells: 146 nW/um^2
- Critical Path Start: iReadRegister2[0]
- Final wirelength: 361000 um
- Rel. slew slack: 0.196
- WS Path Type: primary input to output pin
- RSZ-0062 raised after global routing: false
- Worst Hold Class: flip-flop to flip-flop
- CP Cell Sequence: buf_4, buf_4, nand3b_1, nor2_4, buf_4, a22oi_1, nand4_1, nor2_1, a31oi_1, clkdlybuf4s50_1
- Routed Antenna Nets: 0
- Die width: 335 um
- Total gr overflow: 0
- Slowest cell on crit path: nor2_4
- Final hold viol count: 0
- Largest delay share family, worst path: buffers and inverters
==> cell type report <==
| class | instances | area share |
|---|---|---|
| antenna | 70 | 0.00277 |
| clock buffer | 138 | 0.0459 |
| clock inverter | 52 | 0.0125 |
| inverter | 8 | 0.000534 |
| multi-input combinational | 3639 | 0.459 |
| sequential | 992 | 0.393 |
| tap | 1476 | 0.0292 |
| timing repair buffer | 435 | 0.0571 |
==> cells by family after synthesis <==
group | Yosys count | synth area share
mux | 1014 | 0.206
buf+inv | 551 | 0.0421
simple gates | 966 | 0.0865
compound gates | 1659 | 0.217
flops | 992 | 0.449
==> power groups by stage <==
stage         Combinational (W)  Sequential, W  Clock [W]
finish                  0.00147        0.00455    0.00325
global route            0.00152        0.00456    0.00334
CTS                     0.00140        0.00446    0.00323
==> per-stage QoR <==
stage | hold slack (ns) | power (W)
final | 0.568 | 0.00926
after CTS | 0.561 | 0.00909
after global routing | 0.579 | 0.00941
after floorplan | 0.499 | 0.00501
after global placement | 0.541 | 0.00588
after detailed placement | 0.542 | 0.00589
==> routing by layer <==
metal | routed length [um] | vias up | global-route usage
met5 | 2840 | - | 0.260
met4 | 39100 | 86 | 0.480
met3 | 73800 | 2923 | 0.569
met2 | 127000 | 7320 | 0.771
met1 | 118000 | 28600 | 0.774
li1 | - | 20300 | -
==> placed cells by master, fill, tap and decap left out, types with 62 or more instances in the layout <==
cell and n:
a22oi_1 1196, mux2_2 992, dfrtp_1 982, buf_4 288, nand2_1 262, a21oi_1 251, nand4_1 173, clkdlybuf4s50_1 142
nor2_1 107, clkbuf_16 107, nor2_4 89, nand3_1 86, nor3_1 82, diode_2 70, a222oi_1 62
==> worst min path at each step <==
stage	startpoint	end	cells past startpoint
finish	registers[8][27]	registers[8][27]	1
global route	registers[11][18]	registers[11][18]	1
CTS	registers[15][31]	registers[15][31]	1
Power and IR drop assume default switching activity.
