==> design.v <==
parameter
   ZERO     = 32'd0,	 
	OPAND		= 5'd0,
	OPOR		= 5'd1,
	OPXOR		= 5'd2,
	OPADD		= 5'd3,
	OPSUB		= 5'd4,
	OPSLT		= 5'd5,
	OPSLTU	= 5'd6,
	OPSLL		= 5'd7,
	OPSRL		= 5'd8,
	OPSRA		= 5'd9,
	OPLUI		= 5'd10,
	OPMUL		= 5'd11,
	OPMULH	= 5'd12,
	OPMULHU	= 5'd13,
	OPMULHSU	= 5'd14,
	OPDIV		= 5'd15,
	OPDIVU	= 5'd16,
	OPREM		= 5'd17,
	OPREMU	= 5'd18,
	OPNULL	= 5'd31;  
module reg_ID_EX_fixed (
    input wire clk,
    input wire reset,
    input wire flush,
    input wire [31:0] pc_plus_4_in,
    input wire [31:0] read_data1_in,
    input wire [31:0] read_data2_in,
    input wire [31:0] imm_in,
    input wire [4:0] rs1_in,
    input wire [4:0] rs2_in,
    input wire [4:0] rd_in,
    input wire [2:0] funct3_in,
    input wire [6:0] funct7_in,
    input wire [31:0] branch_target_in,
    input wire ALUSrc_in,
    input wire [1:0] ALUOp_in,
    input wire MemRead_in,
    input wire MemWrite_in,
    input wire Branch_in,
    input wire RegWrite_in,
    input wire MemToReg_in,
    output reg [31:0] pc_plus_4_out,
    output reg [31:0] read_data1_out,
    output reg [31:0] read_data2_out,
    output reg [31:0] imm_out,
    output reg [4:0] rs1_out,
    output reg [4:0] rs2_out,
    output reg [4:0] rd_out,
    output reg [2:0] funct3_out,
    output reg [6:0] funct7_out,
    output reg [31:0] branch_target_out,
    output reg ALUSrc_out,
    output reg [1:0] ALUOp_out,
    output reg MemRead_out,
    output reg MemWrite_out,
    output reg Branch_out,
    output reg RegWrite_out,
    output reg MemToReg_out
);
    always @(posedge clk or posedge reset) begin
        if (reset) begin
            pc_plus_4_out <= 32'b0;
            read_data1_out <= 32'b0;
            read_data2_out <= 32'b0;
            imm_out <= 32'b0;
            rs1_out <= 5'b0;
            rs2_out <= 5'b0;
            rd_out <= 5'b0;
            funct3_out <= 3'b0;
            funct7_out <= 7'b0;
            branch_target_out <= 32'b0;
            ALUSrc_out <= 1'b0;
            ALUOp_out <= 2'b0;
            MemRead_out <= 1'b0;
            MemWrite_out <= 1'b0;
            Branch_out <= 1'b0;
            RegWrite_out <= 1'b0;
            MemToReg_out <= 1'b0;
        end else if (flush) begin
            pc_plus_4_out <= 32'b0;
            read_data1_out <= 32'b0;
            read_data2_out <= 32'b0;
            imm_out <= 32'b0;
            rs1_out <= 5'b0;
            rs2_out <= 5'b0;
            rd_out <= 5'b0;
            funct3_out <= 3'b0;
            funct7_out <= 7'b0;
            branch_target_out <= 32'b0;
            ALUSrc_out <= 1'b0;
            ALUOp_out <= 2'b0;
            MemRead_out <= 1'b0;
            MemWrite_out <= 1'b0;
            Branch_out <= 1'b0;
            RegWrite_out <= 1'b0;
            MemToReg_out <= 1'b0;
        end else begin
            pc_plus_4_out <= pc_plus_4_in;
            read_data1_out <= read_data1_in;
            read_data2_out <= read_data2_in;
            imm_out <= imm_in;
            rs1_out <= rs1_in;
            rs2_out <= rs2_in;
            rd_out <= rd_in;
            funct3_out <= funct3_in;
            funct7_out <= funct7_in;
            branch_target_out <= branch_target_in;
            ALUSrc_out <= ALUSrc_in;
            ALUOp_out <= ALUOp_in;
            MemRead_out <= MemRead_in;
            MemWrite_out <= MemWrite_in;
            Branch_out <= Branch_in;
            RegWrite_out <= RegWrite_in;
            MemToReg_out <= MemToReg_in;
        end
    end
endmodule
==> run.sh <==
#!/bin/bash
# OpenROAD 26Q1-2900-gdf79404cd8, Yosys 0.63+post, stock flow scripts
make -C /OpenROAD-flow-scripts/flow DESIGN_CONFIG=/design/flow/config.mk WORK_HOME=/design/flow/orfs finish
==> config.mk <==
export PLATFORM = sky130hd
export DESIGN_NAME = reg_ID_EX_fixed
export DESIGN_NICKNAME = reg_ID_EX_fixed
export VERILOG_FILES = /design/flow/design.v
export SDC_FILE = /design/flow/constraint.sdc
export NUM_CORES = 4
export LEC_CHECK = 1
export CORE_AREA = 10 10 212 212
export DIE_AREA = 0 0 222 222
==> constraint.sdc <==
current_design reg_ID_EX_fixed

set clk_period 1.0
set clk_io_pct 0.2

create_clock -name clk0 -period $clk_period [get_ports {clk}]

set non_clock_inputs [all_inputs -no_clocks]
set_input_delay [expr $clk_period * $clk_io_pct] -clock clk0 $non_clock_inputs
set_output_delay [expr $clk_period * $clk_io_pct] -clock clk0 [all_outputs]
==> metrics.yaml <==
run_status:
  status: "finished with violations"
  violations_in_the_final_reports: "setup timing"
critical_path:
  cpMaxStageDelayCell: "dfrtp_2"
  start_kind: "flip-flop"
  worst-endpoint-arrival_ns: 1.07
  cp_cell_sequence: "buf_2"
  setup.worst_path.end_class: "primary output"
  critical_path.top_delay_family: "flip-flops"
  required_ns: 0.80
  setup.worst_path.class: "reg2out"
  critPathMaxFanout: 1
  worst_path_largest_cell_delay_ns: 0.45
  worstPathBufferInverterCount: 1
floorplanning:
  initial_utilization_pct: 15.36
  io_pins: 389
  rows: 73
  placeableCoreArea_mm2: 0.04001
  fp.dieW_um: 222
  chip_height_um: 222
  chip_footprint_mm2: 0.04928
placed_design:
  port-buffer-count: 388
  gp_routability_congestion: 0.8153
  dpl-instance-area_mm2: 0.01114
  place_hpwl_um: 19240
clock_tree:
  post_cts_buffers: 0
  clock_path_buffers: 2
  number_of_cts_inserted_buffers: 17
  hold_fix_buffers_at_cts: 0
  htree_levels: 4
  cts-root-buf: "clkbuf_16"
  ctsResizeCount: 645
  clkTransAtPathRegs_ns: 0.07
  tritoncts_sinks: 193
  cts_tree: "yes"
layout:
  syn_to_final_growth_pct: 74.44
  stdcell_area_mm2: 0.01072
  layout-drive-gt1-share_pct: 32.56
  final_core_util_pct: 26.79
  n_fill_cell: 4201
drt:
  detailroute.via_count: 4556
  vias_per_cell: 3.290
  first_pass_iters: 4
  finalWirelength_um: 23480
  drt_iter0_drc: 174
  drc: 0
  diodes: 0
  detail-route-antenna-nets: 0
  detail_route.wl_per_cell_um: 16.95
synth:
  syn_inst: 408
  synth.largest_area_cell: "dfrtp_1"
  synth_largest_type_area_fraction_pct: 78.62
  synth.cells.most_frequent: "dfrtp_1 (193), nor2b_1 (193), buf_2 (19)"
  enable_flop_cells: 0
  synth.yosys.num_cells: 408
  synth-seq-area-share_pct: 78.62
  ys_ff: 193
  async_reset_ff_share_pct: 100.0
  synthDistinctLibCells: 5
  ys.warnings.count: 1
  ys.flop_type: "dfrtp_1"
  yosys-stat-area_mm2: 0.006143
  syn-cell-area_mm2: 0.006143
  post_synth_main_area_contributors: "dfrtp_1 (79%), nor2b_1 (20%), buf_2 (1.5%), clkbuf_1 (0.12%), inv_1 (0.061%)"
  synthesis.area_per_instance_um2: 15.06
power_and_ir_drop:
  power_leakage_nw: 5.162
  combinationalPowerShare_pct: 11.8
  ir_drop_uv: 1104
  proportion_of_power_drawn_by_the_clock_network_pct: 38.0
  switching_power_share_of_the_total_pct: 23.08
  power.sequential.fraction_pct: 50.1
  p_sw_mw: 3.820
  power-per-cell-area_mw_per_mm2: 1545
  internal_power_mw: 12.73
timing:
  report.final.hold_viol_count: 0
  fin_crit_sh_pct: 127.0
  timing_worst_slew_pin_value_ns: 0.2458
  final_max_slew_viol_count: 0
  timing.slew.headroom_pct: 83.61
  period_minus_slack_ns: 1.270
  postLayoutSetupSlackWorst_ns: -0.2699
  max_freq_ghz: 0.7874
  grt_setup_unrepaired: "true"
  setup_viol: 193
  final.hold.worst_slack_ns: 0.06159
grt:
  grt_antenna_before_repair: 4
  grt_util_all_layers_pct: 9.393
  wire_length_of_the_first_global_routing_pass_um: 34360
  global_route.overflow_total: 0
  via_count_of_the_first_global_routing_pass: 5059
  grt_max_degree: 40
worst_hold_path:
  hold_class: "in2reg"
job:
  maxCapViolCount: 0
  tool_warnings: 28
==> registers in the layout, summed over array words and instances (netlist names) <==
register and flops:
branch_target_out 32, imm_out 32, pc_plus_4_out 32, read_data1_out 32, read_data2_out 32, funct7_out 7
rd_out 5, rs1_out 5, rs2_out 5, funct3_out 3, ALUOp_out 2, ALUSrc_out 1
Branch_out 1, MemRead_out 1, MemToReg_out 1, MemWrite_out 1, RegWrite_out 1
==> metrics by stage <==
| stage | setup TNS [ns] | power, mW | worst slack, ns | instances |
|---|---|---|---|---|
| after floorplan | -326.25 | 8.823 | -1.690 | 408 |
| after global placement | -2.103 | 10.86 | -0.2183 | 1354 |
| after detailed placement | -1.597 | 10.87 | -0.1957 | 1354 |
| after CTS | -40.89 | 16.97 | -0.3441 | 1385 |
| after global routing | -40.90 | 17.38 | -0.3442 | 1385 |
| final | -29.65 | 16.55 | -0.2699 | 1385 |
==> final cells by class <==
type / count / area, µm² / share of cell area (%)
clock buffers: 20 / 446.7 / 4.168
clock inverters: 11 / 85.08 / 0.7939
inverters: 1 / 7.507 / 0.07005
multi-input cells: 193 / 1207 / 11.27
flip-flops and latches: 193 / 4832 / 45.09
well taps: 525 / 656.9 / 6.130
repair buffers: 442 / 3481 / 32.48
==> layout by cell type (no fill, tap or decap) <==
cell / netlist / final
buf_6: 0 / 2
dfrtp_1: 193 / 191
clkdlybuf4s50_1: 0 / 194
dfrtp_2: 0 / 2
clkbuf_16: 0 / 17
nor2b_1: 193 / 193
buf_2: 19 / 192
clkinvlp_4: 0 / 4
clkinv_2: 0 / 2
clkbuf_1: 2 / 2
inv_6: 0 / 2
buf_12: 0 / 12
clkbuf_8: 0 / 1
buf_4: 0 / 42
clkinv_4: 0 / 4
==> kinds of logic after synthesis <==
| group | count (synthesis) | share of synthesized area (%) |
|---|---|---|
| AND/OR/NAND/NOR | 193 | 19.65 |
| buffers and inverters | 22 | 1.731 |
| flip-flops | 193 | 78.62 |
==> metal layers <==
layer	vias up	GRT usage, %	share of wire, %
li1	2099	-	-
met1	2137	11.13	40
met3	28	6.118	14
met4	8	1.531	2.0
met5	-	0	0.20
met2	284	14.29	44
==> final timing paths <==
path | start | to | slack [ns] | cells past startpoint
setup / recovery | imm_out[19] | imm_out[19] | -0.27 | 1
hold / removal | flush | imm_out[19] | 0.06 | 3
max in group asynchronous | reset | imm_out[5] | 0.49 | 4
min in group asynchronous | reset | rd_out[0] | 0.17 | 3
==> power groups by stage <==
stage	Clock, mW	Sequential [mW]	Combinational [mW]
after CTS	6.63	8.30	2.04
after global routing	6.88	8.33	2.17
final	6.30	8.30	1.96
Power is estimated from default activity; no workload was simulated.
